$ cat ./design.v
module i2c_master(
    input start,
    input clk,
    input reset,
    output scl,
    inout sda,
    output sda_dir,
    output reg [768:0]fifo_data,
    output reg [5:0]num_samples,
    output reg data_ready,
    output reg debug
    );
    reg [3:0] counter = 4'b0;
    reg clk_reg = 1'b0;
    always @ (posedge clk or posedge reset )
    if (reset) begin
        counter = 4'b0;
        clk_reg = 1'b0;
    end
    else
        if (counter == 9)begin
            counter <= 4'b0;
            clk_reg <= ~clk_reg;
        end
        else
            counter <= counter + 1;
    assign scl = clk_reg;
    parameter [7:0] sensor_address_read = 8'b10101111;
    parameter [7:0] sensor_address_write= 8'b10101110;
    parameter [7:0] wr_ptr = 8'b00000100;
    parameter [7:0] rd_ptr = 8'b00000110;
    localparam [5:0] POWER_UP                    = 6'd0,  
                     START                       = 6'd1,  
                     SEND_ADDRESS_WR_WR          = 6'd2,  
                     REC_ACK_WR_WR               = 6'd3,  
                     SEND_WR_PTR                 = 6'd4, 
                     REC_ACK_WR_PTR              = 6'd5,  
                     REPEATED_START1             = 6'd6, 
                     SEND_ADDRESS_RD_WR          = 6'd7, 
                     REC_ACK_RD_WR               = 6'd8, 
                     READ_WR_PTR                 = 6'd9, 
                     SEND_ACK_WR_PTR             = 6'd10, 
                     START_RD_PTR                = 6'd11, 
                     SEND_ADDRESS_WR_RD          = 6'd12, 
                     REC_ACK_WR_RD               = 6'd13, 
                     SEND_RD_PTR                 = 6'd14, 
                     REC_ACK_RD_PTR              = 6'd15, 
                     REPEATED_START2             = 6'd16, 
                     SEND_ADDRESS_RD_RD          = 6'd17, 
                     REC_ACK_RD_RD               = 6'd18, 
                     READ_RD_PTR                 = 6'd19, 
                     SEND_ACK_RD_PTR             = 6'd20, 
                     REPEATED_START3             = 6'd21, 
                     SEND_ADDRESS_WR_FIFO        = 6'd22, 
                     REC_ACK_WR_FIFO             = 6'd23, 
                     SEND_FIFO_PTR               = 6'd24, 
                    REC_ACK_FIFO_PTR             = 6'd25, 
                     REPEATED_START4             = 6'd26, 
                    SEND_ADDRESS_RD_FIFO         = 6'd27, 
                    REC_ACK_RD_FIFO              = 6'd28, 
                     START_FIFO_LOOP             = 6'd29, 
                     SEND_AM                     = 6'd30,
                     SEND_NACK                   = 6'd31,
                     REC_NACK                    = 6'd32,
                     STOP                        = 6'd33;
    reg[11:0] count =  12'd0000;
    reg [5:0] state_reg = POWER_UP;
    reg [11:0] timing = 12'd0;
    reg [11:0] t_timing = 12'd0;
    integer i;
    integer j;
    reg o_bit = 1'b1;
    reg [7:0] fifo_rd_ptr = 5'b0;
    reg [7:0] fifo_wr_ptr = 5'b0;
    reg [23 : 0] r_data   = 24'b0;
    reg [5:0] t_num_samples = 5'b0;
    always @(posedge clk or  posedge reset) begin
        if (reset) begin
            state_reg <= START;
            count <= 12'd0000;
            data_ready <= 0;
            fifo_data <= 0;
        end
        else begin
            count <= count + 1;
            case(state_reg) 
                POWER_UP : begin
                    if (start) begin
                        state_reg <= START;
                    end
                end
                 START : begin
                    if (count == 12'd14)begin
                        o_bit <= 1'b0;
                        fifo_data <= 0;
                        data_ready <= 0;
                    end
                    if (count == 12'd23)begin
                        state_reg <= SEND_ADDRESS_WR_WR;
                        timing <= 12'd24;
                        t_timing <= 12'd24;
                        i <= 7;
                    end
                 end
                 SEND_ADDRESS_WR_WR : begin 
                    if (count == t_timing) begin 
                        if (i > -1) begin 
                            o_bit <= sensor_address_write[i];
                            i = i - 1;
                            t_timing = t_timing + 20;
                        end
                    end
                    if (count == (timing + 160)) begin
                        state_reg <= REC_ACK_WR_WR;
                    end
                 end
                 REC_ACK_WR_WR : begin 
                    if (count == 12'd193) begin
                        if ( i_bit != 0)
                            state_reg <= STOP;
                    end
                    if (count == 12'd203)
                        state_reg <= SEND_WR_PTR;
                        i = 7;
                        timing <= 12'd204;
                        t_timing <= 12'd204;
                 end
                 SEND_WR_PTR : begin 
                    if (count == t_timing) begin 
                        if (i > -1) begin
                            o_bit <= wr_ptr[i];
                            i = i - 1;
                            t_timing = t_timing + 20;
                        end
                    end
                    if (count == timing + 160)
                        state_reg <= REC_ACK_WR_PTR;
                 end
                REC_ACK_WR_PTR : begin
                    if (count == 12'd374) begin
                        if (i_bit != 0)
                            state_reg <= STOP; 
                    end
                    if (count == 12'd384) begin
                        o_bit <= 1;
                        state_reg <= REPEATED_START1;
                    end
                end
                 REPEATED_START1 : begin 
                    if (count == 12'd394)begin
                        o_bit <= 1'b0; 
                    end
                    if (count == 12'd403) begin
                        state_reg <= SEND_ADDRESS_RD_WR;
                        i <= 7;
                        timing <= 12'd404;
                        t_timing <= 12'd404;
                    end
                 end
                 SEND_ADDRESS_RD_WR : begin 
                    if (count == t_timing) begin 
                        if (i > -1) begin
                            o_bit <= sensor_address_read[i];
                            i = i -1;
                            t_timing = t_timing + 20;
                        end
                    end
                    if (count == timing + 160) begin
                        state_reg = REC_ACK_RD_WR;
                    end
                 end
                 REC_ACK_RD_WR : begin
                 if (count == 12'd574) begin
                        if (i_bit != 0)
                            state_reg <= STOP; 
                    end
                    if (count == 12'd583) begin
                        state_reg = READ_WR_PTR;
                        i <= 7;
                        timing <= 12'd584;
                        t_timing <= 12'd584;
                    end
                 end
                 READ_WR_PTR : begin
                    if (count == t_timing) begin
                        if (i > -1 ) begin
                            fifo_rd_ptr[i] <= i_bit;
                            i = i - 1;
                            t_timing = t_timing + 20;
                        end
                    end
                    if (count == timing + 160) begin
                        state_reg = SEND_ACK_WR_PTR;
                        o_bit <= 1;
                    end
                 end
                SEND_ACK_WR_PTR : begin
                    if (count == 12'd764) begin
                        state_reg <= START_RD_PTR;
                        o_bit<=1;
                    end
                end
                 START_RD_PTR : begin
                    if (count == 12'd774) begin
                        o_bit <= 1'b0;
                    end
                    if (count == 12'd783) begin
                        state_reg <= SEND_ADDRESS_WR_RD;
                        i <= 7;
                        timing <= 12'd784;
                        t_timing <= 12'd784;
                    end 
                 end
                 SEND_ADDRESS_WR_RD : begin
                    if (count == t_timing) begin
                        if (i > -1) begin
                            o_bit <= sensor_address_write[i];
                            i = i - 1;
                            t_timing = t_timing + 20;
                        end
                    end
                    if (count == timing + 160) begin
                        state_reg <= REC_ACK_WR_RD;
                    end
                 end
                 REC_ACK_WR_RD : begin
                 if (count == 12'd954) begin
                        if (i_bit != 0)
                            state_reg <= STOP; 
                    end
                    if (count == 12'd963) begin
                        state_reg <= SEND_RD_PTR;
                        i <= 7;
                        timing <= 12'd964;
                        t_timing <= 12'd964;
                    end
                 end
                 SEND_RD_PTR : begin
                    if (count == t_timing) begin
                        if (i > -1) begin 
                            o_bit <= rd_ptr[i];
                            i = i - 1;
                            t_timing = t_timing + 20;
                        end
                    end
                    if (count == timing + 160) begin
                        state_reg <= REC_ACK_RD_PTR;
                    end
                 end
                REC_ACK_RD_PTR : begin
                    if (count == 12'd1134) begin
                        if (i_bit != 0)
                            state_reg <= STOP; 
                    end
                    if (count == 12'd1144) begin
                        state_reg <= REPEATED_START2;
                        o_bit <= 1;
                    end    
                end
                 REPEATED_START2 : begin
                    if (count == 12'd1154) begin
                        o_bit <= 1'b0;
                    end
                    if (count == 12'd1163) begin
                        state_reg <= SEND_ADDRESS_RD_RD;
                        i <= 7;
                        timing <= 12'd1164;
                        t_timing <= 12'd1164;
                    end
                 end
                 SEND_ADDRESS_RD_RD : begin
                    if (count == t_timing) begin 
                        if (i > -1) begin
                            o_bit <= sensor_address_read[i];
                            i = i - 1;
                            t_timing = t_timing + 20;
                        end
                    end
                    if (count == timing + 160) begin
                        state_reg <= REC_ACK_RD_RD;
                    end
                 end
                 REC_ACK_RD_RD : begin
                    if (count == 12'd1333) begin
                        if (i_bit != 0)
                            state_reg <= STOP; 
                    end
                    if (count == 12'd1343) begin
                        state_reg <= READ_RD_PTR;
                        i <= 7;
                        timing <= 12'd1344;
                        t_timing <= 12'd1344;
                    end
                 end
                 READ_RD_PTR : begin
                    if (count == t_timing) begin
                        if (i > -1) begin
                            fifo_rd_ptr[i] <= i_bit;
                            i = i - 1;
                            t_timing = t_timing + 20;
                        end
                    end
                    if (count == timing + 160) begin
                        state_reg <= SEND_ACK_RD_PTR;
                        o_bit <= 1;
                    end
                 end
                 SEND_ACK_RD_PTR : begin
                    if (count == 12'd1505) begin
                        o_bit <= 1;
                    end
                    if (count == 12'd1524) begin
                        o_bit<= 1;
                        state_reg <= REPEATED_START3;
                    end
                 end
                 REPEATED_START3 : begin
                    if (count == 12'd1534) begin
                        o_bit <= 0;
                    end   
                    if (count == 12'd1543) begin 
                        state_reg <= SEND_ADDRESS_WR_FIFO;
                        i <= 7;
                        timing <= 12'd1544;
                        t_timing <= 12'd1544;
                    end
                 end
                 SEND_ADDRESS_WR_FIFO : begin
                    if (count == t_timing) begin
                        if (i>-1) begin
                            o_bit <= sensor_address_read[i];
                            i = i - 1;
                            t_timing = t_timing + 20;
                        end
                    end
                    if (count == timing + 160) begin
                        state_reg <= REC_ACK_WR_FIFO;
                    end
                 end
                 REC_ACK_WR_FIFO : begin
                    if (count == 12'd1713) begin
                        if (i_bit != 0)
                            state_reg <= STOP; 
                    end
                    if (count == 12'd1723) begin
                        state_reg <= SEND_FIFO_PTR;
                        i <= 7;
                        timing <= 12'd1724;
                        t_timing <= 12'd1724;
                    end
                 end
                 SEND_FIFO_PTR : begin
                    if (count == t_timing) begin
                        if (i > -1) begin
                            o_bit <= rd_ptr[i];
                            i = i - 1;
                            t_timing = t_timing + 20;
                        end
                    end
                    if (count == timing + 160) begin
                        state_reg <= REC_ACK_FIFO_PTR;
                    end
                 end
                 REC_ACK_FIFO_PTR : begin
                    if (count == 12'd1904) begin
                        state_reg <= REPEATED_START4;
                        o_bit <= 1;
                    end
                 end
                 REPEATED_START4 : begin
                    if (count == 12'd1914) 
                        o_bit <= 0;
                    if (count == 12'd1923) begin
                        state_reg <= SEND_ADDRESS_RD_FIFO;
                        i <= 7;
                        timing = 12'd1924;
                        t_timing = 12'd1924;
                    end
                 end
                 SEND_ADDRESS_RD_FIFO : begin
                    if (count == t_timing) begin
                        if (i > -1) begin
                            o_bit <= rd_ptr[i];
                            i = i - 1;
                            t_timing = t_timing + 20;
                        end
                    end
                    if (count == timing + 160) begin
                        state_reg <= REC_ACK_RD_FIFO;
                    end
                 end
                REC_ACK_RD_FIFO : begin
                    if (count == 12'd2093) begin
                        if (i_bit != 0)
                            state_reg <= STOP; 
                    end
                    if (count == 12'd2103) begin
                        state_reg <= START_FIFO_LOOP;
                    end
                end
                START_FIFO_LOOP : begin
                    if (count == 12'd2104) begin
                        t_num_samples <= fifo_wr_ptr - fifo_rd_ptr;
                        num_samples <= fifo_wr_ptr - fifo_rd_ptr;
                        debug <= 1;
                        j = 768;
                        t_timing = 12'd2105;
                        timing = 12'd2105;
                        i = 23;
                    end
                    if (count == t_timing) begin
                        if (i > -1) begin
                            fifo_data[j] <= i_bit;
                            r_data = r_data + 1;
                            i = i - 1;
                            t_timing = t_timing + 20;
                        end
                    end
                    if (count == timing + 159) begin
                        if (i > -1) begin
                            state_reg <= SEND_AM;
                        end
                        else if (i < 0) begin
                            state_reg <= SEND_NACK;
                        end
                    end
                end
                SEND_AM : begin
                    if (count == timing + 160) begin
                        o_bit <= 0;
                    end
                    if (count == timing + 179) begin
                        state_reg <= START_FIFO_LOOP;
                        timing <= count+1;
                        t_timing <= count+1;
                    end
                end
                SEND_NACK : begin
                    if (count == timing + 160 && t_num_samples > 0) begin
                        o_bit <= 0;
                    end
                    if (count == timing + 160 && t_num_samples == 0) begin
                        if ( t_num_samples == 0) begin
                            state_reg <= REC_NACK;
                            timing <= count ;
                        end
                    end
                    if (count == timing + 180) begin
                        if ( t_num_samples > 0) begin
                            state_reg <= START_FIFO_LOOP;
                            t_num_samples = t_num_samples - 1;
                            timing <= count + 1;
                            t_timing <= count + 1;
                            i <= 23;
                        end
                    end
                end
                REC_NACK : begin
                    if (count == timing+20) begin
                        state_reg <= STOP;
                        timing <= count;
                        o_bit <= 0;
                        data_ready <= 1;
                    end
                end
                STOP : begin
                    if (count == timing+7) begin
                        o_bit <= 1;
                    end
                end
            endcase
        end
    end
    assign sda_dir = (state_reg == POWER_UP || 
                  state_reg == START || 
                  state_reg == SEND_ADDRESS_WR_WR ||
                  state_reg == SEND_WR_PTR ||
                  state_reg == REPEATED_START1 || 
                  state_reg == SEND_ADDRESS_RD_WR ||
                  state_reg == SEND_ACK_WR_PTR ||
                  state_reg == START_RD_PTR ||
                  state_reg == SEND_ADDRESS_WR_RD ||
                  state_reg == SEND_RD_PTR ||
                  state_reg == REPEATED_START2 ||
                  state_reg == SEND_RD_PTR ||
                  state_reg == REPEATED_START2 ||
                  state_reg == SEND_ADDRESS_RD_RD ||
                  state_reg == SEND_ACK_RD_PTR ||
                  state_reg == REPEATED_START3 ||
                  state_reg == SEND_ADDRESS_WR_FIFO ||
                  state_reg == SEND_FIFO_PTR ||
                  state_reg == REPEATED_START4 ||
                  state_reg == SEND_ADDRESS_RD_FIFO ||
                  state_reg == SEND_AM ||
                  state_reg == SEND_NACK ||
                  state_reg == STOP) ? 1 : 0;
    assign sda = sda_dir ? o_bit : 1'bz;
    assign i_bit = sda;
endmodule
$ cat ./run.sh
#!/bin/bash
# OpenROAD 26Q1-2900-gdf79404cd8, Yosys 0.63+post, stock flow scripts
make -C /OpenROAD-flow-scripts/flow DESIGN_CONFIG=/design/flow/config.mk WORK_HOME=/design/flow/orfs finish
$ cat ./config.mk
export PLATFORM = sky130hd
export DESIGN_NAME = i2c_master
export DESIGN_NICKNAME = i2c_master
export VERILOG_FILES = /design/flow/design.v
export SDC_FILE = /design/flow/constraint.sdc
export NUM_CORES = 4
export LEC_CHECK = 1
export CORE_UTILIZATION = 30
$ cat ./constraint.sdc
current_design i2c_master

set clk_period 156.6
set clk_io_pct 0.2

create_clock -name clk0 -period $clk_period [get_ports {clk}]

set non_clock_inputs [all_inputs -no_clocks]
set_input_delay [expr $clk_period * $clk_io_pct] -clock clk0 $non_clock_inputs
set_output_delay [expr $clk_period * $clk_io_pct] -clock clk0 [all_outputs]
==> results.txt <==
run results: top area contributor share 44.27%, top cells by count 1,130 x o21ai_0, 792 x dfrtp_1, 465 x o211ai_1, CTS sink cnt approximately 900, ys cells between 4,000 and 5,000, #FFs+latches synth 900, Halt Stage clock tree synthesis (4_1_cts), dpl cell area about 0.055 mm², cts bufs inserted 101, Die H 388.3 µm, Syn. warnings 3, GP Congestion 0.9516, syn avg cell area roughly 9.4 µm², Yosys top cell by instances o21ai_0, Mapped Area 0.04477 mm², Main area contributors dfrtp_1 44%, o21ai_0 13%, o211ai_1 7.8%, edfxtp_1 7.2%, nand2_1 3.2%, Post-synth ARST share between 80% and 90%, post-CTS setup buffers 0, hpwl dp 139,900 µm, root buf cell clkbuf_16, Dominant flop cell dfrtp_1, number of enable flip-flop cells 107, cell type with the largest total area dfrtp_1, Post-synth seq share 51.50%, standard-cell rows approximately 140, Bufs on Longest Clock Path 3, status stopped before the end, Yosys chip area approximately 0.045 mm², post-cts hold buffer count 0, Yosys cell types about 90, post-place setup slack 121.69 ns, H-tree levels 3, Core Density at Floorplan 30.25%, I/O pins 783, cell count after synthesis ~4,800, Buffers on Ports just under 800, Chip Width between 300 and 400 µm, post-cts gate resize count 0, First Err [error] [KeplerFormal.cpp:679] Workflow failed: Iso has multiple drivers: .sda0, sda$_DFFE_PP_.Q0
-- kinds of logic after synthesis --
logic type      share of synthesized area [%]
compound gates                          28.11
simple gates                            12.54
flops                                   51.50
buf+inv                                 4.326
xor+xnor                                2.347
mux                                    0.6679
fa+ha+maj                              0.5030
other cells                          0.008376
-- through the flow --
step	power, µW	instances
3_5_place_dp	245.3	7206
3_3_place_gp	245.0	7206
2_1_floorplan	243.7	4779
Power and IR drop assume default switching activity.
