<file path="flow/config.mk">
export PLATFORM = sky130hd
export DESIGN_NAME = i2c_master_debug
export DESIGN_NICKNAME = i2c_master_debug
export VERILOG_FILES = /design/flow/design.v
export SDC_FILE = /design/flow/constraint.sdc
export NUM_CORES = 4
export LEC_CHECK = 1
export CORE_AREA = 10 10 512 512
export DIE_AREA = 0 0 522 522
</file>
<file path="flow/constraint.sdc">
current_design i2c_master_debug

set clk_period 40.5
set clk_io_pct 0.2

create_clock -name clk0 -period $clk_period [get_ports {clk}]

set non_clock_inputs [all_inputs -no_clocks]
set_input_delay [expr $clk_period * $clk_io_pct] -clock clk0 $non_clock_inputs
set_output_delay [expr $clk_period * $clk_io_pct] -clock clk0 [all_outputs]
</file>
<file path="flow/design.v">
module i2c_master_debug(
    input start,
    input clk,
    input reset,
    output scl,
    input sda_i,
    output sda_o, 
    input interupt,
    output sda_dir,
    output reg [767:0]fifo_data,
    output reg [5:0]num_samples,
    inout data_ready,
    output reg [4:0]debug,
    output reg [7:0] fifo_rd_ptr,
    output reg [7:0] fifo_wr_ptr
    );
    reg [3:0] counter = 4'b0;
    reg clk_reg = 1'b0;
    reg temp_data_ready;
    always @ (posedge clk or posedge reset )
    if (reset) begin
        counter = 4'b0;
        clk_reg = 1'b0;
    end
    else
        if (counter == 9)begin
            counter <= 4'b0;
            clk_reg <= ~clk_reg;
        end
        else
            counter <= counter + 1;
    assign scl = clk_reg;
    parameter [7:0] sensor_address_read = 8'b10101111;
    parameter [7:0] sensor_address_write= 8'b10101110;
    parameter [7:0] wr_ptr = 8'b00000100;
    parameter [7:0] rd_ptr = 8'b00000110;
    localparam [5:0] POWER_UP                    = 6'd0,  
                     START                       = 6'd1,  
                     SEND_ADDRESS_WR_INT         = 6'd34,
                     REC_ACK_WR_INT              = 6'd35,
                     SEND_INT_PTR                = 6'd38,
                     REC_ACK_INT_PTR             = 6'd39,
                     REPEATED_START5             = 6'd40,
                     SEND_ADDRESS_RD_INT         = 6'd41,
                     REC_ACK_RD_INT              = 6'd42,
                     READ_RD_INT                 = 6'd36,
                     SEND_NACK_RD_INT             = 6'd37,
                     REPEATED_START6             = 6'd43,
                     SEND_ADDRESS_WR_WR          = 6'd2,  
                     REC_ACK_WR_WR               = 6'd3,  
                     SEND_WR_PTR                 = 6'd4, 
                     REC_ACK_WR_PTR              = 6'd5,  
                     REPEATED_START1             = 6'd6, 
                     SEND_ADDRESS_RD_WR          = 6'd7, 
                     REC_ACK_RD_WR               = 6'd8, 
                     READ_WR_PTR                 = 6'd9, 
                     SEND_ACK_WR_PTR             = 6'd10, 
                     START_RD_PTR                = 6'd11, 
                     SEND_ADDRESS_WR_RD          = 6'd12, 
                     REC_ACK_WR_RD               = 6'd13, 
                     SEND_RD_PTR                 = 6'd14, 
                     REC_ACK_RD_PTR              = 6'd15, 
                     REPEATED_START2             = 6'd16, 
                     SEND_ADDRESS_RD_RD          = 6'd17, 
                     REC_ACK_RD_RD               = 6'd18, 
                     READ_RD_PTR                 = 6'd19, 
                     SEND_ACK_RD_PTR             = 6'd20, 
                     REPEATED_START3             = 6'd21, 
                     SEND_ADDRESS_WR_FIFO        = 6'd22, 
                     REC_ACK_WR_FIFO             = 6'd23, 
                     SEND_FIFO_PTR               = 6'd24, 
                    REC_ACK_FIFO_PTR             = 6'd25, 
                     REPEATED_START4             = 6'd26, 
                    SEND_ADDRESS_RD_FIFO         = 6'd27, 
                    REC_ACK_RD_FIFO              = 6'd28, 
                     START_FIFO_LOOP             = 6'd29, 
                     SEND_AM                     = 6'd30,
                     SEND_NACK                   = 6'd31,
                     REC_NACK                    = 6'd32,
                     STOP                        = 6'd33;
    reg[13:0] count =  14'd2000;
    reg [5:0] state_reg = POWER_UP;
    reg [13:0] timing = 14'd2000;
    reg [13:0] t_timing = 14'd2000;
    integer i;
    integer j;
    reg o_bit = 1'b1;
    reg [23 : 0] r_data   = 24'b0;
    reg [5:0] t_num_samples = 5'b0;
    reg [7:0] int_ptr = 8'b0;
    always @(posedge clk or  posedge reset) begin
        if (reset) begin
            state_reg <= START;
            count <= 14'd2000;
            temp_data_ready <= 0;
            fifo_data <= 0;
        end
        else if (start) begin
            count <= count + 1;
            debug[4] <= interupt;
            case(state_reg) 
                POWER_UP : begin
                    if (start) begin
                        state_reg <= START; 
                    end
                end
                 START : begin
                    if (count == 14'd2014)begin
                        o_bit <= 1'b0;
                        fifo_data <= 0;
                    end
                    if (count == 14'd2023)begin
                        state_reg <= SEND_ADDRESS_WR_INT;
                        timing <= 14'd2024;
                        t_timing <= 14'd2024;
                        i <= 7;
                    end
                 end
                 SEND_ADDRESS_WR_INT : begin 
                    if (count == t_timing) begin 
                        if (i>-1) begin 
                            o_bit <= sensor_address_write[i];
                            i = i - 1;
                            t_timing = t_timing + 20;
                        end
                    end
                    if (count == timing + 159) begin 
                        state_reg <= REC_ACK_WR_INT;
                        timing <= count + 1;
                    end
                 end
                 REC_ACK_WR_INT : begin 
                    if (count == timing + 19) begin 
                        state_reg <= SEND_INT_PTR;
                        timing <= count + 1;
                        t_timing <= count + 1;
                        i <= 7;
                    end
                 end
                 SEND_INT_PTR : begin 
                    if (count == t_timing) begin 
                        if (i > -1) begin 
                            o_bit <= int_ptr[i];
                            i = i - 1;
                            t_timing = t_timing + 20;
                        end
                    end                 
                    if (count == timing + 159) begin 
                        state_reg <= REC_ACK_INT_PTR;
                        timing <= count + 1;
                    end
                end
                REC_ACK_INT_PTR : begin 
                    if (count == timing + 19) begin 
                        state_reg <= REPEATED_START5;
                        timing <= count + 1;
                        o_bit <= 1;
                    end
                end
                REPEATED_START5 : begin 
                    if (count == timing + 10) begin 
                        o_bit <= 0;
                    end
                    if (count == timing + 19) begin 
                        state_reg <= SEND_ADDRESS_RD_INT;
                        timing <= count + 1;
                        t_timing <= count + 1;
                        i <= 7;
                    end
                end
                SEND_ADDRESS_RD_INT : begin 
                    if ( count == t_timing) begin 
                        if (i > -1) begin 
                            o_bit <= sensor_address_read[i];        
                            i = i-1;
                            t_timing = t_timing + 20;
                        end
                    end
                    if (count == timing + 159) begin 
                        state_reg <= REC_ACK_RD_INT;
                        timing <= count + 1;
                    end
                end
                REC_ACK_RD_INT : begin 
                    if (count == timing + 19) begin
                        state_reg <= READ_RD_INT;
                        timing <= count + 1;
                        t_timing <= count + 1;
                    end
                end
                 READ_RD_INT : begin 
                    if (count  == t_timing) begin 
                        if (i > -1) begin
                            if (i_bit == 1)
                                debug[3]=1;
                            if (i_bit == 0)
                                debug[2] = 1;
                            i = i - 1;
                            t_timing = t_timing + 20;
                        end
                    end
                    if (count == timing + 159) begin 
                        state_reg <= SEND_NACK_RD_INT;
                        timing <= count +1 ;
                        o_bit <= 1;
                    end
                 end
                 SEND_NACK_RD_INT : begin  
                    if (count == timing) begin
                        o_bit <= 1;                    
                    end
                    if (count == timing + 20) begin 
                        state_reg <= REPEATED_START6;
                        timing <= count + 1;
                        o_bit <= 1;
                    end
                 end
                 REPEATED_START6 : begin 
                    if ( count == timing + 10) begin 
                           o_bit <= 0;
                    end 
                    if (count == timing + 19) begin 
                        state_reg <= SEND_ADDRESS_WR_WR;
                        timing <= count + 1;
                        t_timing <= count + 1;
                        i<= 7;
                    end
                 end
                 SEND_ADDRESS_WR_WR : begin 
                    if (count == t_timing) begin 
                        if (i > -1) begin
                            o_bit <= sensor_address_write[i];
                            i = i - 1;
                            t_timing = t_timing + 20;
                        end                
                    end
                    if (count == timing + 159) begin 
                        state_reg <= REC_ACK_WR_WR;
                        timing <= count + 1 ;
                    end
                 end
                 REC_ACK_WR_WR : begin 
                    if (count == timing + 19) begin 
                        state_reg <= SEND_WR_PTR;
                        i <= 7;
                        timing <= count + 1;
                        t_timing <= count +1;
                    end
                 end
                 SEND_WR_PTR : begin 
                    if (count == t_timing ) begin 
                        if (i > -1) begin 
                            o_bit <= wr_ptr[i];
                            i = i - 1;
                            t_timing = t_timing + 20;
                        end
                    end
                    if (count == timing + 159 ) begin 
                         state_reg <= REC_ACK_WR_PTR;
                         timing <= count + 1;
                    end 
                 end
                 REC_ACK_WR_PTR : begin 
                    if (count == timing + 19) begin 
                        state_reg <= REPEATED_START1;
                        timing <= count + 1;
                        o_bit <= 1;
                    end
                 end
                 REPEATED_START1 : begin 
                    if (count == timing + 10) begin 
                        o_bit <= 0;
                    end
                    if(count == timing + 19) begin 
                        state_reg <= SEND_ADDRESS_RD_WR;
                        timing <= count + 1;
                        t_timing <= count + 1;
                        i <= 7;
                    end
                 end
                SEND_ADDRESS_RD_WR : begin 
                    if (count == t_timing) begin 
                        if (i > -1) begin 
                            o_bit <= sensor_address_read[i];
                            i = i - 1;
                            t_timing = t_timing + 20;
                        end
                    end
                    if (count == timing + 159) begin 
                        state_reg <= REC_ACK_RD_WR;
                        timing <= count + 1;
                    end
                end
                REC_ACK_RD_WR : begin 
                    if (count == timing + 19) begin 
                        state_reg  <= READ_WR_PTR;
                        i<= 7;
                        timing <= count + 1;
                        t_timing <= count + 1;
                    end
                end
                READ_WR_PTR : begin 
                    if (count == t_timing) begin 
                        if( i> -1) begin 
                            fifo_rd_ptr[i] <= i_bit;
                            i = i-1;
                            t_timing = t_timing + 20;
                        end
                    end
                    if (count == timing + 159) begin 
                        state_reg <= SEND_ACK_WR_PTR;
                        timing <= count + 1;
                    end
                end
                SEND_ACK_WR_PTR : begin 
                    if (count == timing) begin 
                        o_bit <= 1;
                    end
                    if (count == timing + 19) begin 
                        state_reg <= START_RD_PTR;
                        o_bit <= 0;
                        timing <= count + 1;
                    end
                end
                START_RD_PTR : begin 
                    if (count == timing + 10) begin 
                        o_bit <= 1;
                    end
                    if (count == timing + 19) begin 
                        state_reg <= SEND_ADDRESS_WR_RD;
                        i <= 7;
                        timing <= count + 1;
                        t_timing <= count + 1;
                    end
                end
                SEND_ADDRESS_WR_RD : begin 
                    if (count == t_timing ) begin 
                        o_bit <= sensor_address_read[i];
                        i = i - 1;
                        t_timing = t_timing + 20;
                    end
                    if (count == timing + 159) begin 
                        state_reg <= REC_ACK_WR_RD;
                        timing <= count + 1;
                    end
                end
                REC_ACK_WR_RD : begin 
                    if (count == timing + 19) begin 
                        state_reg <= SEND_RD_PTR;
                        timing <= count + 1;
                        t_timing <= count + 1;
                        i<= 7;
                    end
                end
                SEND_RD_PTR : begin 
                    if (count == t_timing) begin 
                        o_bit <= rd_ptr[i];
                        i = i - 1;
                        t_timing = t_timing + 20;
                    end
                    if (count == timing + 159) begin 
                        state_reg <= REC_ACK_RD_PTR;
                        timing <= count + 1;
                    end
                end
                REC_ACK_RD_PTR : begin 
                    if (count == timing + 19) begin 
                        state_reg <= REPEATED_START2;
                        timing <= count + 1;
                        o_bit <= 1;
                    end
                end
                REPEATED_START2 : begin
                    if (count == timing + 10) begin 
                        o_bit <= 0;
                    end
                    if (count == timing + 19) begin 
                        state_reg <= SEND_ADDRESS_RD_RD;
                        timing <= count +1 ;
                        t_timing <= count + 1;
                        i <= 7;
                    end
                end
                SEND_ADDRESS_RD_RD : begin 
                    if (count == t_timing) begin 
                        o_bit <= sensor_address_read[i];
                        i = i -1;
                        t_timing = t_timing + 20;
                    end
                    if (count == timing + 159) begin 
                        state_reg <= REC_ACK_RD_RD;
                        timing <= count + 1;
                    end
                end
                REC_ACK_RD_RD : begin 
                    if (count == timing + 19) begin 
                        state_reg <= READ_RD_PTR;
                        i <= 7;
                        timing <= count + 1;
                        t_timing <= count + 1;
                    end
                end
                READ_RD_PTR : begin
                    if (count == t_timing) begin 
                        fifo_rd_ptr[i] <= i_bit;
                        i = i -1;
                        t_timing = t_timing + 20;
                    end
                    if (count == timing +159) begin 
                        state_reg <= SEND_ACK_RD_PTR;
                        timing <= count + 1;
                    end
                end
                SEND_ACK_RD_PTR : begin
                    if (count == timing + 19) begin 
                        state_reg <= REPEATED_START3;
                        timing <= count + 1;
                        o_bit  <= 1;
                    end
                end
                REPEATED_START3 : begin 
                    if (count == timing + 10) begin  
                          o_bit<= 0;
                    end
                    if (count == timing + 19) begin
                        state_reg <= SEND_ADDRESS_WR_FIFO;
                        t_timing <= count +1 ;
                        timing <= count +1;
                        i <= 7;
                    end
                end
                SEND_ADDRESS_WR_FIFO : begin 
                    if (count == t_timing) begin 
                        o_bit <= sensor_address_write[i];
                        i = i -1;
                        t_timing = t_timing + 20;
                    end
                    if (count == timing + 159) begin  
                        state_reg <= REC_ACK_WR_FIFO;
                        timing <= count + 1;
                    end 
                end
                REC_ACK_WR_FIFO : begin 
                    if (count == timing + 19) begin 
                        state_reg <= SEND_FIFO_PTR;
                        timing <= count +1;
                        t_timing <= count + 1;
                        i <=  7; 
                    end
                end
                SEND_FIFO_PTR : begin  
                      if (count == t_timing ) begin 
                        o_bit <= fifo_rd_ptr[i];
                        i = i - 1;
                        t_timing = t_timing + 20;
                      end
                      if (count == timing + 159) begin 
                          state_reg <= REC_ACK_FIFO_PTR;
                          timing <= count + 1;
                      end
                end
                REC_ACK_FIFO_PTR : begin 
                    if (count == timing + 19) begin 
                        state_reg <= REPEATED_START4;
                        timing <= count +1;
                        o_bit <= 1;
                    end
                end
                REPEATED_START4 : begin 
                    if (count == timing + 10) begin 
                        o_bit <= 0;
                    end
                    if (count == timing + 19) begin 
                        state_reg <= SEND_ADDRESS_RD_FIFO;
                        timing <= count + 1;
                        t_timing <= count + 1;
                        i<=7;
                    end
                end
                SEND_ADDRESS_RD_FIFO : begin 
                    if (count == t_timing ) begin
                        o_bit <= sensor_address_read[i];
                        i = i-1;
                        t_timing <= t_timing + 20;
                    end
                    if (count == timing + 159) begin 
                        state_reg <= REC_ACK_RD_FIFO;
                        timing <= count + 1;
                    end
                end
                REC_ACK_RD_FIFO : begin 
                    if (count == timing + 19) begin 
                        state_reg <= START_FIFO_LOOP;
                        t_timing <= count + 1;
                        timing <= count + 1;
                        i = 23;
                        t_num_samples <= rd_ptr - wr_ptr;
                        num_samples <= rd_ptr - wr_ptr;
                        j = 767;
                        fifo_data <= 24'd0;
                        temp_data_ready <= 0;
                    end
                end
                START_FIFO_LOOP : begin 
                    if (t_num_samples < 1) begin
                            state_reg <= REC_NACK;
                    end
                    else begin
                        if (count == t_timing ) begin
                            if (i >= 0) begin
                                fifo_data[j] <= 1;
                                r_data = r_data + 1;
                                i = i - 1;
                                j = j - 1;
                                t_timing = t_timing + 20;
                            end
                        end
                        if (count == timing + 159) begin
                            if (i > -1) begin
                                state_reg <= SEND_AM;
                                timing <= count + 1;
                            end
                            else if (i < 0) begin
                                state_reg <= SEND_NACK;
                                timing <= count + 1;
                            end
                        end
                    end
                end
                SEND_AM : begin 
                    if (count == timing) begin
                        o_bit <= 0;
                    end
                    if (count == timing + 19) begin 
                        state_reg <= START_FIFO_LOOP;
                        timing <= count + 1;
                        t_timing <= count + 1;
                    end
                end
                SEND_NACK : begin 
                    if(count == timing && t_num_samples > 1) begin 
                            o_bit <= 0;
                    end
                    if (count == timing && t_num_samples == 1) begin 
                        state_reg <= REC_NACK;
                        timing <= count + 1;
                    end
                    if (count == timing + 19 && t_num_samples > 1) begin 
                        state_reg <= START_FIFO_LOOP;
                        t_num_samples <= t_num_samples - 1;
                        timing <= count + 1;
                        t_timing <= count + 1;
                        i <= 23;
                    end
                end
                REC_NACK : begin
                    if (count == timing+17) begin
                        state_reg <= STOP;
                        timing <= count+1;
                        o_bit <= 0;
                        temp_data_ready <= 1;
                    end
                end
                 STOP: begin 
                    if (count == timing + 10) begin 
                        o_bit <= 1;
                    end
                    if(count == timing + 19) begin 
                        state_reg <= REPEATED_START6;
                        timing <= count + 1;
                        count <= 14'd2000;
                        timing <= 12'd2001;
                    end
                 end
            endcase
        end
    end 
    assign sda_dir = (state_reg == POWER_UP || 
                  state_reg == START ||
                  state_reg == SEND_ADDRESS_WR_INT ||
                  state_reg == SEND_INT_PTR ||
                  state_reg == REPEATED_START5 ||
                  state_reg == REPEATED_START6 ||
                  state_reg == SEND_ADDRESS_RD_INT ||
                  state_reg == SEND_NACK_RD_INT ||
                  state_reg == SEND_ADDRESS_WR_WR ||
                  state_reg == SEND_WR_PTR ||
                  state_reg == REPEATED_START1 || 
                  state_reg == SEND_ADDRESS_RD_WR ||
                  state_reg == SEND_ACK_WR_PTR ||
                  state_reg == START_RD_PTR ||
                  state_reg == SEND_ADDRESS_WR_RD ||
                  state_reg == SEND_RD_PTR ||
                  state_reg == REPEATED_START2 ||
                  state_reg == SEND_RD_PTR ||
                  state_reg == REPEATED_START2 ||
                  state_reg == SEND_ADDRESS_RD_RD ||
                  state_reg == SEND_ACK_RD_PTR ||
                  state_reg == REPEATED_START3 ||
                  state_reg == SEND_ADDRESS_WR_FIFO ||
                  state_reg == SEND_FIFO_PTR ||
                  state_reg == REPEATED_START4 ||
                  state_reg == SEND_ADDRESS_RD_FIFO ||
                  state_reg == SEND_AM ||
                  state_reg == SEND_NACK ||
                  state_reg == STOP) ? 1 : 0;
    assign sda_o = sda_dir ? o_bit : 1'bz;
    assign i_bit = sda_i;
    assign data_ready = temp_data_ready;
endmodule
</file>
<file path="flow/run.sh">
#!/bin/bash
# OpenROAD 26Q1-2900-gdf79404cd8, Yosys 0.63+post, stock flow scripts
make -C /OpenROAD-flow-scripts/flow DESIGN_CONFIG=/design/flow/config.mk WORK_HOME=/design/flow/orfs finish
</file>
==> impl_metrics.prom <==
# HELP chip_impl_metric Flow report values
# TYPE chip_impl_metric gauge
chip_impl_info{name="outcome",value="did not finish"} 1
chip_impl_info{name="failing_step",value="clock tree synthesis"} 1
chip_impl_info{name="firstError",value="[error] [KeplerFormal.cpp:679] Workflow failed: Iso has multiple drivers: .data_ready0, data_ready$_DFFE_PP0P_.Q0"} 1
chip_impl_metric{name="synth-simple-area-share",unit=""} 0.1812
chip_impl_metric{name="postSynth.asyncResetShare",unit=""} 0.8803
chip_impl_metric{name="core_util_floorplan",unit=""} 0.1605
chip_impl_metric{name="placed_area",unit="um2"} 52230
chip_impl_metric{name="top_area_frac",unit=""} 0.4884
chip_impl_metric{name="netlist_instances",unit=""} 4355
chip_impl_metric{name="postCtsSetupBuffers",unit=""} 0
chip_impl_metric{name="synthesis.area_per_instance",unit="um2"} 9.259
chip_impl_info{name="post-synth-top-area-cell",value="sky130_fd_sc_hd__dfrtp_1"} 1
chip_impl_metric{name="mappedNetlistArea",unit="um2"} 40320
chip_impl_metric{name="hold_buffers",unit=""} 0
chip_impl_metric{name="ys_sh_mux",unit=""} 0.007385
chip_impl_metric{name="die_w",unit="um"} 522
chip_impl_metric{name="xor_area_frac",unit=""} 0.03171
chip_impl_metric{name="synth.yosys.seq_area_share",unit=""} 0.5734
chip_impl_metric{name="cts_buffers",unit=""} 104
chip_impl_metric{name="post_synth_fa_ha_maj_area_fraction",unit=""} 0.005834
chip_impl_metric{name="number_of_synthesized_flops_with_an_enable_pin",unit=""} 108
chip_impl_info{name="yosys-dominant-comb-family",value="simple AND/OR/NAND/NOR gates"} 1
chip_impl_metric{name="synth.yosys.warnings",unit=""} 13
chip_impl_metric{name="ctsResizeCount",unit=""} 0
chip_impl_metric{name="h-tree-depth",unit=""} 3
chip_impl_metric{name="yosys.cell_types.count",unit=""} 87
chip_impl_info{name="ff_type",value="sky130_fd_sc_hd__dfrtp_1"} 1
chip_impl_metric{name="place_congestion",unit=""} 0.9111
chip_impl_metric{name="post_place_worst_slack",unit="ns"} 28.26
chip_impl_metric{name="io_buffers",unit=""} 784
chip_impl_metric{name="summed_standard_cell_area_reported_by_yosys",unit="um2"} 40320
chip_impl_metric{name="cts.path.max_buffers",unit=""} 3
chip_impl_metric{name="synth-cells-yosys",unit=""} 4355
chip_impl_metric{name="synthAoiAreaFrac",unit=""} 0.1633
chip_impl_metric{name="hpwl_detailed",unit="um"} 141200
chip_impl_metric{name="number_of_sinks_on_the_clock_net",unit=""} 902
chip_impl_metric{name="numSynthFlops",unit=""} 902
chip_impl_metric{name="floorplan.rows",unit=""} 184
chip_impl_info{name="cts.root.buffer_cell",value="sky130_fd_sc_hd__clkbuf_16"} 1
chip_impl_metric{name="io_pins",unit=""} 804
chip_impl_info{name="netlist_top_cells_area",value="sky130_fd_sc_hd__dfrtp_1 (49%), sky130_fd_sc_hd__nand2_1 (11%), sky130_fd_sc_hd__o21ai_0 (10%)"} 1
chip_impl_metric{name="die-height",unit="um"} 522
logic make-up after synthesis:
family | Yosys count
adder cells (fa/ha/maj) | 19
multiplexers | 28
XOR/XNOR | 146
AND/OR/NAND/NOR | 1701
buffers and inverters | 378
other | 2
AND-OR/OR-AND | 1179
flip-flops | 902
cells in the mapped netlist (23+ instances only):
cell                       number
sky130_fd_sc_hd__edfxtp_1     108
sky130_fd_sc_hd__nor2_1       193
sky130_fd_sc_hd__nand4_1       37
sky130_fd_sc_hd__xnor2_1       78
sky130_fd_sc_hd__dfrtp_1      787
sky130_fd_sc_hd__a21oi_1      104
sky130_fd_sc_hd__a31oi_1       23
sky130_fd_sc_hd__xor2_1        68
sky130_fd_sc_hd__o21ai_0      838
sky130_fd_sc_hd__nor3_1        60
sky130_fd_sc_hd__clkbuf_1     303
sky130_fd_sc_hd__nor4_1        38
sky130_fd_sc_hd__inv_1         41
sky130_fd_sc_hd__nand3_1       68
sky130_fd_sc_hd__nand2_1     1140
sky130_fd_sc_hd__o22ai_1       27
per-stage QoR:
step           cells  hold WS (ns)  utilization
2_1_floorplan   4371        0.4204            -
3_3_place_gp    8299        0.4610       0.2079
3_5_place_dp    8299        0.4688       0.2079
